==> ./design.v <==
module fos_exact(
    input [31:0] x_in,
    input [10:0] a1,
    input [10:0] b1,
    input clk,
    input reset,
    output [31:0] y_out);
    wire [31:0] Data_feedforward;
    wire [31:0] Data_feedback;
    wire [31:0] sum0;
    reg [31 : 0] Samples_in; 
    reg [31 : 0] Samples_out; 
    assign Data_feedforward = b1*Samples_in; 
    assign Data_feedback = a1*Samples_out; 
    assign y_out = x_in + Data_feedforward + Data_feedback; 
   always @ (posedge clk) 
   if(reset == 1) begin
         Samples_in <= 0; 
         Samples_out <= 0; 
      end 
   else begin 
      Samples_in <= x_in; 
      Samples_out <= y_out; 
   end 
endmodule
==> ./run.sh <==
#!/bin/bash
# OpenROAD 26Q1-2900-gdf79404cd8, Yosys 0.63+post, stock flow scripts
make -C /OpenROAD-flow-scripts/flow DESIGN_CONFIG=/design/flow/config.mk WORK_HOME=/design/flow/orfs finish
==> ./config.mk <==
export PLATFORM = sky130hd
export DESIGN_NAME = fos_exact
export DESIGN_NICKNAME = fos_exact
export VERILOG_FILES = /design/flow/design.v
export SDC_FILE = /design/flow/constraint.sdc
export NUM_CORES = 4
export LEC_CHECK = 1
export CORE_UTILIZATION = 50
==> ./constraint.sdc <==
current_design fos_exact

set clk_period 24.0
set clk_io_pct 0.2

create_clock -name clk0 -period $clk_period [get_ports {clk}]

set non_clock_inputs [all_inputs -no_clocks]
set_input_delay [expr $clk_period * $clk_io_pct] -clock clk0 $non_clock_inputs
set_output_delay [expr $clk_period * $clk_io_pct] -clock clk0 [all_outputs]
==> reports/qor.yml <==
rsz0062_at_grt: "false"
areaGrowthSynthToFinish_pct: 7.52
finClkSkew_ns: 0.00606
tightestPinTransition_ns: 0.798
wl_per_cell_um: 18.8
hold_ws_ns: 1.19
portBuffers: 87
cp_max_fo: 22
lay_top_cells: "inv_1 (533), fa_1 (523), nand2_1 (322)"
max_stage_delay_ns: 0.82
routabilityCongestion: 0.933
via_count: 13500
critPathLaunchType: "input pin"
setup-tns-final_ns: 0
placed_area_um2: 21200
chipArea_um2: 40800
cts_made_buffers: 9
syn_inst: 2183
clk_latency_ns: 0.35
drt_wl_total_um: 50900
drtIter0Drc: 440
layout_top_cell: "inv_1"
fin_area_um2: 21500
crit_arrival_ns: 12.26
ys_seq_share: 0.0641
critPathCaptureType: "output pin"
slew_viol_final: 0
ys_warn_count: 1
via_per_inst: 4.96
holdCritPathClass: "flip-flop to flip-flop"
die_w_um: 202
cap_violations: 0
ys_cells: 2183
setup_violations: 0
n_fill_cell: 3417
die_h_um: 202
cp_common_cell: "fa_1"
place_inst: 2697
ys.flops: 64
cts.path.max_buffers: 2
synth.avg_cell_area_um2: 9.16
clk_pin_slew_worst_paths_ns: 0.06
cp_cell_sequence: "clkdlybuf4s50_1, and2_1, fa_1, inv_1, fa_1, fa_1, inv_1, fa_1, fa_1, fa_1, inv_1, fa_1, inv_1, ha_1, a21oi_1, o21ai_0, a41oi_2, nand4_1, and4b_4, o221ai_2, xnor2_1, clkdlybuf4s50_1"
htreeDepth: 3
ctsRootBufferMaster: "clkbuf_16"
cts_setup_buffers: 0
grt_max_degree: 37
slew_headroom: 0.466
drt_first_pass_iters: 5
fin_util: 0.551
cts_sinks: 64
cts_tree: "yes"
clock.fmax_ghz: 0.0586
core_um2: 39000
ys_types: 47
syn_area_um2: 20000
diodes: 0
fin_cells: 2713
antenna_found_initial: 0
fp_util: 0.512
crit_type: "input pin to output pin"
period_minus_slack_ns: 17.06
slowest_stage: "clkdlybuf4s50_1"
dpl.hpwl_um: 43200
status: "finished, final reports clean"
ioPinCount: 88
drcViolationCount: 0
row_count: 72
grt_pass1_vias: 15100
tool_warnings: 25
ys_area_um2: 20000
drtAntennaViolNets: 0
holdBufCountCts: 0
grt-ovfl-total: 0
final-hold-violation-count: 0
grt_pass1_wl_um: 85100
crit_required_ns: 19.20
dpl_worst_slack_ns: 7.04
mi_logic_area_um2: 16300
fin_ws_ns: 6.94
ctsResizeCount: 0
track_usage: 0.298
period_used_share: 0.711
final_layout_size_suffix_gt1_frac: 0.0191
seq_area_um2: 1280
r2r_slack_ns: 17.05
## sequential cells by signal (all words and copies together) (netlist names)
signal,cells
Samples_in,32
Samples_out,32
## synth_stat cells, drive strengths merged
| cell type | instances | area share |
|---|---|---|
| o211ai | 4 | 0.0018 |
| nor3 | 2 | 0.00050 |
| a221oi | 1 | 0.00044 |
| inv | 533 | 0.10 |
| xor2 | 13 | 0.0057 |
| o2bb2ai | 1 | 0.00044 |
| nor2b | 49 | 0.015 |
| a41oi | 1 | 0.00081 |
| a21oi | 32 | 0.0080 |
| and2 | 284 | 0.089 |
| fa | 523 | 0.52 |
| a211o | 1 | 0.00044 |
| or3 | 1 | 0.00031 |
| nand2b | 3 | 0.00094 |
| o221ai | 2 | 0.0015 |
| a2111oi | 1 | 0.00044 |
| a31oi | 6 | 0.0019 |
| or2 | 1 | 0.00031 |
| ha | 82 | 0.051 |
| o21bai | 5 | 0.0019 |
| nand2 | 322 | 0.060 |
| a21boi | 1 | 0.00038 |
| a21o | 10 | 0.0038 |
| dfxtp | 64 | 0.064 |
| nand4 | 5 | 0.0016 |
| nand3 | 3 | 0.00075 |
| xnor2 | 55 | 0.024 |
| a2bb2oi | 1 | 0.00044 |
| o21ai | 18 | 0.0045 |
| buf | 5 | 0.0013 |
| xnor3 | 1 | 0.0011 |
| nor3b | 2 | 0.00075 |
| a31o | 1 | 0.00044 |
| mux2 | 2 | 0.0011 |
| nor2 | 33 | 0.0062 |
| o21a | 2 | 0.00075 |
| clkbuf | 105 | 0.020 |
| and3 | 2 | 0.00063 |
| a211oi | 4 | 0.0015 |
| nand3b | 1 | 0.00038 |
| and4b | 1 | 0.00069 |
## cells by family (layout without fill, tap and decap cells)
kind of cell,count (synthesis),count (layout),synth area share
flip-flops,64,64,0.0641
buffers and inverters,643,655,0.121
multiplexers,2,2,0.00113
XOR/XNOR,69,69,0.0313
adder cells (fa/ha/maj),605,605,0.575
AND-OR/OR-AND,91,91,0.0294
AND/OR/NAND/NOR,709,709,0.178
## routing by layer
layer  global-route usage  wire [µm]  up-vias
met3                0.205       8560       25
li1                     -          -     6174
met1                0.492      22900     6676
met5                    0          0        -
met4               0.0195        414        0
met2                0.361      19000      575
## cell type report
type | instances | area share
repair buffers | 106 | 0.0469
clock inverters | 4 | 0.000932
inverters | 533 | 0.0931
clock buffers | 12 | 0.0115
multi-input cells | 1476 | 0.758
flip-flops and latches | 64 | 0.0596
well taps | 518 | 0.0302
## worst paths after layout
path                            cells after the start                       from                    endpoint
worst max-delay path                               22                     a1[10]                   y_out[31]
worst min-delay path                                4  Samples_out[0]$_SDFF_PP0_   Samples_out[0]$_SDFF_PP0_
worst max register to register                     21  Samples_out[6]$_SDFF_PP0_  Samples_out[30]$_SDFF_PP0_
worst min register to register                      4  Samples_out[0]$_SDFF_PP0_   Samples_out[0]$_SDFF_PP0_
## worst max-delay path, delay by kind of cell
family | cells | cell delay, ns
adders and majority gates | 8 | 3.99
buffers and inverters | 6 | 1.53
AOI/OAI and AO/OA | 4 | 0.93
and+or+nand+nor | 3 | 0.83
xor gates and xnor gates | 1 | 0.19
